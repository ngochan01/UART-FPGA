**design/flow/design.v**
```verilog
module uart_byte_rx(
	clk,
	reset_n,
	baud_set,
	uart_rx,
	data_byte,
	rx_done
);
	wire reset=~reset_n;
	input clk;     
	input reset_n;    
	input [2:0]baud_set;   
	input uart_rx;    
	output [7:0]data_byte;  
	output rx_done;    
	reg [7:0]data_byte;
	reg rx_done;
	reg uart_rx_sync1;    
	reg uart_rx_sync2;    
	reg uart_rx_reg1;     
	reg uart_rx_reg2;     
	reg [15:0]bps_DR;     
	reg [15:0]div_cnt;    
	reg bps_clk;    
	reg [7:0] bps_cnt;    
	reg uart_state; 
	wire uart_rx_nedge;  
	reg [2:0]START_BIT;
	reg [2:0]STOP_BIT;
	reg [2:0]data_byte_pre [7:0];
	always@(posedge clk or posedge reset)
	if(reset)begin
		uart_rx_sync1 <= 1'b0;
		uart_rx_sync2 <= 1'b0;	
	end
	else begin
		uart_rx_sync1 <= uart_rx;
		uart_rx_sync2 <= uart_rx_sync1;	
	end
	always@(posedge clk or posedge reset)
	if(reset)begin
		uart_rx_reg1 <= 1'b0;
		uart_rx_reg2 <= 1'b0;	
	end
	else begin
		uart_rx_reg1 <= uart_rx_sync2;
		uart_rx_reg2 <= uart_rx_reg1;	
	end
	assign uart_rx_nedge = !uart_rx_reg1 & uart_rx_reg2;
	always@(posedge clk or posedge reset)
	if(reset)
		bps_DR <= 16'd324;
	else begin
		case(baud_set)
			0:bps_DR <= 16'd324;
			1:bps_DR <= 16'd162;
			2:bps_DR <= 16'd80;
			3:bps_DR <= 16'd53;
			4:bps_DR <= 16'd26;
			default:bps_DR <= 16'd324;			
		endcase
	end
	always@(posedge clk or posedge reset)
	if(reset)
		div_cnt <= 16'd0;
	else if(uart_state)begin
		if(div_cnt == bps_DR)
			div_cnt <= 16'd0;
		else
			div_cnt <= div_cnt + 1'b1;
	end
	else
		div_cnt <= 16'd0;
	always@(posedge clk or posedge reset)
	if(reset)
		bps_clk <= 1'b0;
	else if(div_cnt == 16'd1)
		bps_clk <= 1'b1;
	else
		bps_clk <= 1'b0;
	always@(posedge clk or posedge reset)
	if(reset)	
		bps_cnt <= 8'd0;
	else if(bps_cnt == 8'd159 | (bps_cnt == 8'd12 && (START_BIT > 2)))
		bps_cnt <= 8'd0;
	else if(bps_clk)
		bps_cnt <= bps_cnt + 1'b1;
	else
		bps_cnt <= bps_cnt;
	always@(posedge clk or posedge reset)
	if(reset)
		rx_done <= 1'b0;
	else if(bps_cnt == 8'd159)
		rx_done <= 1'b1;
	else
		rx_done <= 1'b0;		
	always@(posedge clk or posedge reset)
	if(reset)begin
		START_BIT <= 3'd0;
		data_byte_pre[0] <= 3'd0;
		data_byte_pre[1] <= 3'd0;
		data_byte_pre[2] <= 3'd0;
		data_byte_pre[3] <= 3'd0;
		data_byte_pre[4] <= 3'd0;
		data_byte_pre[5] <= 3'd0;
		data_byte_pre[6] <= 3'd0;
		data_byte_pre[7] <= 3'd0;
		STOP_BIT <= 3'd0;
	end
	else if(bps_clk)begin
		case(bps_cnt)
			0:begin
        START_BIT <= 3'd0;
        data_byte_pre[0] <= 3'd0;
        data_byte_pre[1] <= 3'd0;
        data_byte_pre[2] <= 3'd0;
        data_byte_pre[3] <= 3'd0;
        data_byte_pre[4] <= 3'd0;
        data_byte_pre[5] <= 3'd0;
        data_byte_pre[6] <= 3'd0;
        data_byte_pre[7] <= 3'd0;
        STOP_BIT <= 3'd0;			
      end
			6 ,7 ,8 ,9 ,10,11:START_BIT <= START_BIT + uart_rx_sync2;
			22,23,24,25,26,27:data_byte_pre[0] <= data_byte_pre[0] + uart_rx_sync2;
			38,39,40,41,42,43:data_byte_pre[1] <= data_byte_pre[1] + uart_rx_sync2;
			54,55,56,57,58,59:data_byte_pre[2] <= data_byte_pre[2] + uart_rx_sync2;
			70,71,72,73,74,75:data_byte_pre[3] <= data_byte_pre[3] + uart_rx_sync2;
			86,87,88,89,90,91:data_byte_pre[4] <= data_byte_pre[4] + uart_rx_sync2;
			102,103,104,105,106,107:data_byte_pre[5] <= data_byte_pre[5] + uart_rx_sync2;
			118,119,120,121,122,123:data_byte_pre[6] <= data_byte_pre[6] + uart_rx_sync2;
			134,135,136,137,138,139:data_byte_pre[7] <= data_byte_pre[7] + uart_rx_sync2;
			150,151,152,153,154,155:STOP_BIT <= STOP_BIT + uart_rx_sync2;
			default:
      begin
        START_BIT <= START_BIT;
        data_byte_pre[0] <= data_byte_pre[0];
        data_byte_pre[1] <= data_byte_pre[1];
        data_byte_pre[2] <= data_byte_pre[2];
        data_byte_pre[3] <= data_byte_pre[3];
        data_byte_pre[4] <= data_byte_pre[4];
        data_byte_pre[5] <= data_byte_pre[5];
        data_byte_pre[6] <= data_byte_pre[6];
        data_byte_pre[7] <= data_byte_pre[7];
        STOP_BIT <= STOP_BIT;
      end
		endcase
	end
	always@(posedge clk or posedge reset)
	if(reset)
		data_byte <= 8'd0;
	else if(bps_cnt == 8'd159)begin
		data_byte[0] <= data_byte_pre[0][2];
		data_byte[1] <= data_byte_pre[1][2];
		data_byte[2] <= data_byte_pre[2][2];
		data_byte[3] <= data_byte_pre[3][2];
		data_byte[4] <= data_byte_pre[4][2];
		data_byte[5] <= data_byte_pre[5][2];
		data_byte[6] <= data_byte_pre[6][2];
		data_byte[7] <= data_byte_pre[7][2];
	end	
	always@(posedge clk or posedge reset)
	if(reset)
		uart_state <= 1'b0;
	else if(uart_rx_nedge)
		uart_state <= 1'b1;
	else if(rx_done || (bps_cnt == 8'd12 && (START_BIT > 2)) || (bps_cnt == 8'd155 && (STOP_BIT < 3)))
		uart_state <= 1'b0;
	else
		uart_state <= uart_state;		
endmodule
```
**design/flow/run.sh**
```bash
#!/bin/bash
# OpenROAD 26Q1-2900-gdf79404cd8, Yosys 0.63+post, stock flow scripts
make -C /OpenROAD-flow-scripts/flow DESIGN_CONFIG=/design/flow/config.mk WORK_HOME=/design/flow/orfs finish
```
**design/flow/config.mk**
```make
export PLATFORM = sky130hd
export DESIGN_NAME = uart_byte_rx
export DESIGN_NICKNAME = uart_byte_rx
export VERILOG_FILES = /design/flow/design.v
export SDC_FILE = /design/flow/constraint.sdc
export NUM_CORES = 4
export LEC_CHECK = 1
export CORE_UTILIZATION = 30
```
**design/flow/constraint.sdc**
```tcl
current_design uart_byte_rx

set clk_period 4.7
set clk_io_pct 0.2

create_clock -name clk0 -period $clk_period [get_ports {clk}]

set non_clock_inputs [all_inputs -no_clocks]
set_input_delay [expr $clk_period * $clk_io_pct] -clock clk0 $non_clock_inputs
set_output_delay [expr $clk_period * $clk_io_pct] -clock clk0 [all_outputs]
```
==> flow_metrics.py <==
# Synthesis and PnR figures
metrics = {
    "critical_path": {
        "reg2reg_from": "bps_cnt[6]",
        "crit_family": "simple AND/OR/NAND/NOR gates",
        "crit_type": "reg2reg",
        "reg2reg_slack_ps": 2110,
        "reg2reg_to": "data_byte_pre[0][1]",
        "r2r_cells": 4,
        "crit_slowest_cell": "nand4_1",
        "end_kind": "register",
        "critPathBufInv": 0,
        "cp.arrival_ps": 2800,
        "critPathLaunchType": "register",
        "required_ps": 4910,
        "cp_num_cells": 4,
        "cpPeakStageDelay_ps": 920,
        "timing.critical_path.fanout_max": 21,
        "path_cells": "nor2_1 -> nand4_1 -> nand2_1 -> mux2i_1",
    },
    "logic_synthesis": {
        "ys.flops": 78,
        "synthArstFlopShare": 1.00,
        "yosys_most_used_dff": "dfrtp_1",
        "topCellsByArea": "dfrtp_1 46%, ha_1 8.0%, xnor2_1 4.5%, mux2i_1 4.4%, nand4_1 4.0%",
        "syn_area_um2": 4070,
        "syn_inst": 385,
        "netlist-cell-type-count": 51,
        "common_cells": "75 x dfrtp_1, 41 x nand2_1, 33 x nor2_1",
        "postSynthAreaPerCell_um2": 10.6,
        "ys_area_um2": 4070,
        "most_common_cell": "dfrtp_1",
        "ys_warn_count": 2,
        "synth_seq_share": 0.480,
        "synth.largest_area_cell": "dfrtp_1",
        "synth-edff-count": 0,
        "yosysCellCount": 385,
        "yosysTopAreaCellShare": 0.461,
    },
    "global_route": {
        "grt.total_usage": 0.111,
        "overflow": 0,
        "grt_pass1_wl_um": 12600,
        "first_global_vias": 2656,
        "antenna_found_initial": 0,
        "grt_max_degree": 61,
    },
    "timing": {
        "fin_tns_setup_ps": 0,
        "rsz0062_at_grt": "no",
        "drv_slew": 0,
        "setup_viol": 0,
        "maxSlewHeadroom": 0.387,
        "hold_viol_final": 0,
        "fin_crit_sh": 0.551,
        "fin_worst_skew_ps": 8.14,
        "worst_slew_pin_slew_ps": 916,
        "layout_setup_ws_ps": 2110,
        "period_minus_slack_ps": 2590,
        "fmax_mhz": 386,
    },
    "hold_path": {
        "min_path_cells": 0,
        "hp-class": "reg2reg",
        "hold-path-endpoint": "uart_rx_sync2",
        "hp-start": "uart_rx_sync1",
    },
    "layout": {
        "syn_to_final_growth_pct": 14.0,
        "drive_above_1_share": 0.0987,
        "post-route-cell-area_um2": 4640,
    },
    "drt": {
        "detail_route.wl_per_cell_um": 12.5,
        "post-route-drc-count": 0,
        "first_pass_iters": 4,
        "antenna_left": 0,
        "antennaDiodeCount": 0,
        "drt-vias-per-instance": 4.77,
        "finalWirelength_um": 7140,
        "num_vias": 2722,
        "first_iter_violations": 111,
    },
    "floorplanning": {
        "core-area_um2": 13200,
        "fp_util": 0.308,
        "num_rows": 42,
        "io_pins": 15,
        "chip_area_um2": 14000,
        "dieWidth_um": 119,
        "die_y_um": 119,
    },
    "place": {
        "dp_slack_ps": 2070,
        "portBuffers": 14,
        "placed_area_um2": 4340,
        "dp_hpwl_um": 4720,
        "gp_congestion": 0.818,
    },
    "pwr": {
        "cellLeakagePower_uw": 0.00222,
        "ir_drop_mv": 0.263,
        "power_density_nw_per_um2": 410,
        "power.total_uw": 1900,
    },
    "cts": {
        "postCtsSetupBuffers": 0,
        "cts_inserted_buffers": 9,
        "htree_levels": 3,
        "cts-root-buf": "clkbuf_16",
        "clockBufferDepth": 2,
        "cts_tree": "done",
        "cts_hold_buf": 0,
        "cts_sinks": 78,
        "clkSlewWorstSetupHoldPaths_ps": 60,
        "clk_latency_ps": 330,
        "ctsResizeCount": 0,
    },
    "status": {
        "status": "completed",
    },
    "job": {
        "drv_cap": 0,
        "warning_count": 29,
    },
}
[sequential cells by signal (all words and copies together) (netlist names), 3 cells and up]
signal / flops
bps_DR: 9
div_cnt: 16
START_BIT: 3
bps_cnt: 8
data_byte_pre: 24
data_byte: 8
STOP_BIT: 3
[final cells by class]
| type | instances | area (um^2) |
|---|---|---|
| sequential | 78 | 1960 |
| tap | 176 | 220 |
| timing repair buffer | 16 | 153 |
| clock inverter | 5 | 75.1 |
| inverter | 17 | 63.8 |
| multi-input combinational | 268 | 1940 |
| fill | 1308 | 8600 |
| clock buffer | 11 | 233 |
[power by group]
part	internal (uW)	switching [uW]	total [uW]	leakage, uW
clock	462	257	719	0.000153
combinational	138	208	347	0.00102
sequential	732	105	837	0.00104
[through the flow]
stage | util | std cells | hold WS, ps
CTS | 0.351 | 571 | 348
floorplan | - | 385 | 331
global route | 0.351 | 571 | 368
detailed placement | 0.327 | 555 | 335
finish | 0.351 | 571 | 347
global placement | 0.327 | 555 | 336
[worst reg2reg max path, cell delays in order, from the launching register on]
cell and delay, ps:
dfrtp_1 440, nor2_1 700, nand4_1 930, nand2_1 310, mux2i_1 100
[per-layer routing]
metal / vias to the layer above / global-route usage / wire (um)
met5: - / 0 / 0
met4: 0 / 0.0190 / 141
met3: 12 / 0.0202 / 251
met2: 35 / 0.168 / 3130
met1: 1318 / 0.172 / 3620
li1: 1357 / - / -
[cells in the final DEF, fill, tap and decap left out, drive strengths merged, types with 2 or more instances in the layout]
cell type / netlist / routed
a21oi: 3 / 3
a22o: 3 / 3
and2: 2 / 2
and3: 6 / 6
and4: 3 / 3
buf: 15 / 3
bufinv: 0 / 2
clkbuf: 7 / 11
clkdlybuf4s50: 0 / 13
clkinv: 0 / 3
dfrtp: 75 / 75
dfstp: 3 / 3
ha: 26 / 26
inv: 17 / 17
mux2: 8 / 8
mux2i: 18 / 18
nand2: 41 / 41
nand2b: 3 / 3
nand3: 16 / 16
nand4: 26 / 26
nand4b: 2 / 2
nor2: 33 / 33
nor2b: 2 / 2
nor3: 5 / 5
nor3b: 2 / 2
nor4: 7 / 7
o211ai: 9 / 9
o21ai: 9 / 9
o31ai: 2 / 2
or2: 2 / 2
xnor2: 21 / 21
xor2: 9 / 9
[how the worst max path moves through the flow]
stage	startpoint	to	slack (ps)
final	bps_cnt[6]	data_byte_pre[0][1]	2110
after global routing	bps_cnt[6]	data_byte_pre[0][1]	1790
after CTS	bps_cnt[6]	data_byte_pre[0][1]	2060
[logic make-up (layout without fill, tap and decap cells)]
kind of cell / after synthesis / count (layout) / synth area share
AND-OR/OR-AND: 30 / 30 / 0.0541
XOR/XNOR: 30 / 30 / 0.0645
adder cells (fa/ha/maj): 26 / 26 / 0.0799
buffers and inverters: 39 / 49 / 0.0445
flip-flops: 78 / 78 / 0.480
multiplexers: 26 / 26 / 0.0737
AND/OR/NAND/NOR: 156 / 156 / 0.203
No activity file was given, so power comes from the tool's default toggle rates.
