<file path="flow/design.v">
module uart_byte_tx(
	clk,
	reset_n,
	data_byte,
	send_en,   
	baud_set,  
	uart_tx,  
	tx_done,   
	uart_state 
);
	input clk ;     
	input reset_n;     
	input [7:0]data_byte;   
	input send_en;     
	input [2:0]baud_set;    
	output reg uart_tx;     
	output reg tx_done;     
	output reg uart_state;  
	wire reset=~reset_n;
	localparam START_BIT = 1'b0;
	localparam STOP_BIT = 1'b1; 
	reg bps_clk;	      
	reg [15:0]div_cnt;       
	reg [15:0]bps_DR;        
	reg [3:0]bps_cnt;       
	reg [7:0]data_byte_reg; 
	always@(posedge clk or posedge reset)
	if(reset)
		uart_state <= 1'b0;
	else if(send_en)
		uart_state <= 1'b1;
	else if(bps_cnt == 4'd11)
		uart_state <= 1'b0;
	else
		uart_state <= uart_state;
	always@(posedge clk or posedge reset)
	if(reset)
		data_byte_reg <= 8'd0;
	else if(send_en)
		data_byte_reg <= data_byte;
	else
		data_byte_reg <= data_byte_reg;
	always@(posedge clk or posedge reset)
	if(reset)
		bps_DR <= 16'd5207;
	else begin
		case(baud_set)
			0:bps_DR <= 16'd5207;
			1:bps_DR <= 16'd2603;
			2:bps_DR <= 16'd1301;
			3:bps_DR <= 16'd867;
			4:bps_DR <= 16'd433;
			default:bps_DR <= 16'd5207;			
		endcase
	end	
	always@(posedge clk or posedge reset)
	if(reset)
		div_cnt <= 16'd0;
	else if(uart_state)begin
		if(div_cnt == bps_DR)
			div_cnt <= 16'd0;
		else
			div_cnt <= div_cnt + 1'b1;
	end
	else
		div_cnt <= 16'd0;
	always@(posedge clk or posedge reset)
	if(reset)
		bps_clk <= 1'b0;
	else if(div_cnt == 16'd1)
		bps_clk <= 1'b1;
	else
		bps_clk <= 1'b0;
	always@(posedge clk or posedge reset)
	if(reset)	
		bps_cnt <= 4'd0;
	else if(bps_cnt == 4'd11)
		bps_cnt <= 4'd0;
	else if(bps_clk)
		bps_cnt <= bps_cnt + 1'b1;
	else
		bps_cnt <= bps_cnt;
	always@(posedge clk or posedge reset)
	if(reset)
		tx_done <= 1'b0;
	else if(bps_cnt == 4'd11)
		tx_done <= 1'b1;
	else
		tx_done <= 1'b0;
	always@(posedge clk or posedge reset)
	if(reset)
		uart_tx <= 1'b1;
	else begin
		case(bps_cnt)
			0:uart_tx <= 1'b1;
			1:uart_tx <= START_BIT;
			2:uart_tx <= data_byte_reg[0];
			3:uart_tx <= data_byte_reg[1];
			4:uart_tx <= data_byte_reg[2];
			5:uart_tx <= data_byte_reg[3];
			6:uart_tx <= data_byte_reg[4];
			7:uart_tx <= data_byte_reg[5];
			8:uart_tx <= data_byte_reg[6];
			9:uart_tx <= data_byte_reg[7];
			10:uart_tx <= STOP_BIT;
			default:uart_tx <= 1'b1;
		endcase
	end	
endmodule
</file>
<file path="flow/run.sh">
#!/bin/bash
# OpenROAD 26Q1-2900-gdf79404cd8, Yosys 0.63+post, stock flow scripts
make -C /OpenROAD-flow-scripts/flow DESIGN_CONFIG=/design/flow/config.mk WORK_HOME=/design/flow/orfs finish
</file>
<file path="flow/config.mk">
export PLATFORM = sky130hd
export DESIGN_NAME = uart_byte_tx
export DESIGN_NICKNAME = uart_byte_tx
export VERILOG_FILES = /design/flow/design.v
export SDC_FILE = /design/flow/constraint.sdc
export NUM_CORES = 4
export LEC_CHECK = 1
export CORE_UTILIZATION = 40
</file>
<file path="flow/constraint.sdc">
current_design uart_byte_tx

set clk_period 3.0
set clk_io_pct 0.2

create_clock -name clk0 -period $clk_period [get_ports {clk}]

set non_clock_inputs [all_inputs -no_clocks]
set_input_delay [expr $clk_period * $clk_io_pct] -clock clk0 $non_clock_inputs
set_output_delay [expr $clk_period * $clk_io_pct] -clock clk0 [all_outputs]
</file>
==> run summary <==
status: finished clean
FMAX: 523 MHz
Yosys reg bits: 42
Crit Path Class: reg -> reg
Die X: 73.0 um
DP HPWL: 2.59 mm
Final period util: 63.7%
Initial DRT Pass Iterations: 4
Rows: 25
Rel. slew slack: 48.7%
Setup TNS: 0 ns
Leak: 0.988 nW
initial antenna violation count: 0
slack of the critical path: 1.09 ns
H-tree Lvls: 2
Clock transition at path regs: 0.08 ns
crit path max fanout: 13
Worst-Margin Slew: 0.763 ns
nature of the critical path endpoint: flop
CTS tree: done
YS chip area: 2020 um2
pre-CTS setup slack: 1.09 ns
synthesized area per cell: 10.9 um2
tool warning count: 29
post-layout min period: 1.91 ns
ys async rst share: 100%
CP arrival: 2.05 ns
first-pass GRT wire length: 6.33 mm
I/O Buffers: 16
Max Slew Vio Count: 0
crit path DRT: 3.14 ns
max reg flops: 16
Setup Buffers After CTS: 0
GP Congestion: 0.845
ANT cells: 0
chip area: 5330 um2
RSZ-0062 raised after global routing: false
endpoints failing setup: 0
wire per inst: 13.3 um
distinct cell type count of the synthesized netlist: 38
pin count of the biggest net entering global routing: 27
Detail Route Antenna Nets: 0
Post-CTS Resized: 0
YS warnings: 1
Post-Syn Instances: 185
clk sinks: 42
gr usage total: 15.9%
DRT iter0 DRCs: 45
pwr/cell area: 654 nW/um2
worst hold path type: in -> async
layout cells sized above 1: 14.9%
Worst-Skew Late Latency: 0.30 ns
io pins: 17
max-cap violations: 0
Die Y: 73.0 um
via count: 1358
Initial Util: 42.2%
vias in the first global route: 1362
CTS Root Cell: clkbuf_8
global route overflow: 0
Post-synth seq share: 52.4%
area grow syn2layout: 17.2%
number of CTS-inserted buffers: 5
CTS Hold Bufs: 0
vias per std cell: 5.05
count of library flops with an enable pin: 0
synthesized area: 2020 um2
DRT Wirelength: 3.57 mm
Layout Cells excl Fill: 269
final hold vios: 0
Dominant flop cell: dfrtp_1
Core Area: 4790 um2
CTS max path bufs: 2
Clock Skew: 0.0101 ns
total cells reported by yosys after synthesis: 185
final routed DRC violation total: 0
Startpoint Class: flop
Max VDD drop: 0.000308 V
Post-Place Cells: 261
-- power breakdown --
group          switching [W]  internal [W]  leakage [nW]
Combinational       0.000137      0.000148         0.392
Sequential         0.0000784      0.000641         0.525
Clock               0.000187      0.000355        0.0714
-- routing by layer --
| metal | vias to the layer above | share of wire (%) | track usage (%) |
|---|---|---|---|
| li1 | 667 | - | - |
| met1 | 655 | 46 | 23.8 |
| met2 | 26 | 48 | 25.0 |
| met3 | 10 | 3.9 | 3.08 |
| met4 | 0 | 2.4 | 3.27 |
| met5 | - | 0 | 0 |
-- layout by cell type, fill, tap and decap left out, types with 6 or more instances in the layout --
master           instances
nor2_1                  10
ha_1                     6
mux2_2                   8
dfrtp_1                 36
clkdlybuf4s50_1         15
clkbuf_8                 6
dfstp_2                  6
nor3_1                  20
inv_1                   12
xnor2_1                 23
nand2_1                 10
-- cell type report --
cell class,count,area (um2)
Sequential cell,42,1060
Clock buffer,6,82.6
Multi-Input combinational cell,122,868
Clock inverter,2,60.1
Fill cell,412,2420
Timing Repair Buffer,17,163
Tap cell,67,83.8
Inverter,13,48.8
-- Yosys cell counts (all sizes together) (2+ instances only) --
| master | number | area share [%] |
|---|---|---|
| dfrtp | 36 | 45 |
| a21oi | 4 | 0.99 |
| dfstp | 6 | 7.8 |
| nor4 | 7 | 3.5 |
| clkbuf | 4 | 0.81 |
| inv | 12 | 2.2 |
| ha | 6 | 3.7 |
| nor2 | 10 | 1.9 |
| xnor2 | 23 | 10 |
| nand2 | 10 | 1.9 |
| nor3 | 20 | 5.0 |
| xor2 | 2 | 0.87 |
| nand4 | 6 | 2.2 |
| buf | 4 | 1.3 |
| nand2b | 2 | 0.62 |
| o21ai | 5 | 1.2 |
| nand3 | 6 | 1.7 |
| mux2 | 8 | 4.5 |
-- worst max-delay path, cell delays in order (launching register included) --
cell      delay (ns)
dfrtp_1         0.42
nor3_1          0.29
o211ai_1        0.19
nor4_4          0.74
nor3_1          0.13
-- per-stage QoR --
step / hold WS [ns] / power, W / util [%] / area [um2]
floorplan: 0.304 / 0.000920 / - / 2020
global placement: 0.488 / 0.00101 / 46.4 / 2220
detailed placement: 0.496 / 0.00101 / 46.4 / 2220
CTS: 0.296 / 0.00156 / 49.4 / 2360
global route: 0.319 / 0.00164 / 49.4 / 2360
finish: 0.277 / 0.00155 / 49.4 / 2360
-- cells by family (layout without fill, tap and decap cells) --
logic type | Yosys count | in the layout | share of synthesized area [%]
AND/OR/NAND/NOR | 65 | 65 | 18.2
flip-flops | 42 | 42 | 52.4
XOR/XNOR | 25 | 25 | 10.8
buffers and inverters | 21 | 38 | 4.52
AND-OR/OR-AND | 18 | 18 | 5.77
multiplexers | 8 | 8 | 4.46
adder cells (fa/ha/maj) | 6 | 6 | 3.72
-- path summary, 6_finish.rpt --
path | start | endpoint | slack, ns | cells after the start
setup / recovery | div_cnt[14] | div_cnt[2] | 1.09 | 4
hold reg to reg | data_byte_reg[7] | data_byte_reg[7] | 0.51 | 1
min in group clk0 | data_byte_reg[7] | data_byte_reg[7] | 0.51 | 1
hold / removal | reset_n | data_byte_reg[0] | 0.28 | 1
max in group asynchronous | reset_n | uart_tx | 2.03 | 2
setup reg to reg | div_cnt[14] | div_cnt[2] | 1.09 | 4
No activity file was given, so power comes from the tool's default toggle rates.
